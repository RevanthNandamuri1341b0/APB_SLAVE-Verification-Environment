[flow/config.mk]
export PLATFORM = sky130hd
export DESIGN_NAME = apb_slave
export DESIGN_NICKNAME = apb_slave
export VERILOG_FILES = /design/flow/design.v
export SDC_FILE = /design/flow/constraint.sdc
export NUM_CORES = 4
export LEC_CHECK = 1
export CORE_UTILIZATION = 30
[flow/constraint.sdc]
current_design apb_slave

set clk_period 3.7
set clk_io_pct 0.2

create_clock -name clk0 -period $clk_period [get_ports {clk}]

set non_clock_inputs [all_inputs -no_clocks]
set_input_delay [expr $clk_period * $clk_io_pct] -clock clk0 $non_clock_inputs
set_output_delay [expr $clk_period * $clk_io_pct] -clock clk0 [all_outputs]
[flow/design.v]
`timescale 1ns/1ps
module apb_slave(clk,
                 rst,
                 p_sel,
                 p_en,
                 p_write,
                 addr,
                 rdata,
                 wdata,
                 p_ready);
    input clk,rst,p_sel,p_write,p_en;
    input       [8-1:0]   addr;
    input       [32-1:0]   wdata;
    output reg  [32-1:0]   rdata;
    output reg                  p_ready;
    reg [32-1:0] ram [0:2**8-1];
    integer i;
    always @(posedge clk , negedge rst) 
    begin
        if(!rst)
        begin
            p_ready <= 0;
            rdata   <= 0;
            for (i = 0; i < 2**8; i=i+1) ram[i] <= 0;
        end
        else if(p_sel && p_en)
        begin
            if(p_write == 1)    ram[addr] <= wdata;
            else                rdata <= ram[addr];
            p_ready <= 1;
        end
        else    p_ready <= 0;
    end
endmodule
[flow/run.sh]
#!/bin/bash
# OpenROAD 26Q1-2900-gdf79404cd8, Yosys 0.63+post, stock flow scripts
make -C /OpenROAD-flow-scripts/flow DESIGN_CONFIG=/design/flow/config.mk WORK_HOME=/design/flow/orfs finish
==> GITHUB_STEP_SUMMARY <==
### Yosys + OpenROAD results

| Metric | Value |
|---|---|
| Vias in the first global route | 276000 |
| Remaining DRCs | 0 |
| TritonCTS Buffers | 925 |
| Die footprint | 1200000 sq um |
| Pre-CTS setup slack | -3.42 ns |
| Arr. time, crit path | 5.71 ns |
| Clk Tree Root Cell | clkbuf_16 |
| CTS clock-pin slew for the worst setup and hold paths | 0.06 ns |
| Fillers | 110000 |
| I/O pin count | 78 |
| Asr flop ratio synth | 100% |
| Yosys adder share | 0% |
| Via density per instance | 5.96 |
| Share of post-route cells with drive strength above 1 | 50.7% |
| CP endpoint kind | flip-flop |
| Logic area | 148000 sq um |
| Mux share | 25.7% |
| CTS Sinks | 8225 |
| Relative slew slack | -3.96% |
| Log Warnings | 162 |
| Leak | 218 nW |
| Top cell type's share of synthesized area | 57.2% |
| Largest net degree at the start of global routing | 135 |
| Commonest flop | dfrtp_1 |
| Post-DRT Antenna Nets | 0 |
| CP startpoint kind | input port |
| Post-Syn Instances | 26600 |
| Post-synthesis simple-gate area fraction | 3.84% |
| Core Box Area | 1200000 sq um |
| Synth-to-Final Area Change | 29.3% |
| Hpwl dp | 1650000 um |
| Number of max-cap violations | 3 |
| Die width | 1100 um |
| # port buffers | 77 |
| Worst-Margin Slew | 1.52 ns |
| Hold crit path type | input port to asynchronous set/reset pin |
| Main logic family | multiplexers |
| Period minus WS final | 4.62 ns |
| Cycle use final | 125% |
| Max FO, Critical Path | 28 |
| RSZ-0062 raised after global routing | yes |
| Compound-cell area share of the yosys netlist | 9.98% |
| Final WS setup | -0.917 ns |
| WL final | 2240000 um |
| Power Density | 430 nW/um^2 |
| Overflow after GRT | 0 |
| Non-Filler Instances | 46800 |
| Post-synth area from yosys stat | 360000 sq um |
| Syn Area/Cell | 13.5 sq um |
| Final slew viol count | 3 |
| Final clock skew | 0.182 ns |
| Synth area leaders | dfrtp_1, mux2_2, a22oi_1, clkbuf_1, a22o_1 |
| Seq/Total Area, Yosys | 57.2% |
| Cell Rows | 402 |
| 1st-iter DRT viols | 27300 |
| Synth warn | 2 |
| Final setup TNS | -6.89 ns |
| Initial antenna violation count | 414 |
| Number of setup violations in the final report | 25 |
| All-Layer GR Usage | 38.1% |
| Detailed Routing Iterations Pass 1 | 9 |
| Max frequency | 217 MHz |
| Wire per inst | 47.9 um |
| Biggest area consumer among synthesized cells | dfrtp_1 |
| Number of enable flip-flop cells | 0 |
| CTS tree | done |
| Reg area | 206000 sq um |
| Yosys xor share | 0.00730% |
| Setup Crit Path Kind | input port to flip-flop |
| Cell total in the yosys stat output | 26600 |
| Worst Hold Slack | 0.0445 ns |
| Clk ins delay skew pair | 1.33 ns |
| Fin. Hold Viols | 0 |
| Flops out of synthesis | 8225 |
| Core Util at FP | 30.1% |
| Vias | 279000 |
| GPL Wtd Cong | 1.08 |
| Status | finished, violations left |
| Syn Std Cell Area | 360000 sq um |
| Peak supply drop | 527 uV |
| Synth cell types | 79 |
| Placed Cells | 44400 |
| Die Height | 1100 um |
| Max Buffers Root-to-Sink | 5 |
| Failing checks | max-capacitance violations, max-slew violations, negative setup slack |
| H-tree Lvls | 6 |
| Worst path required time | 4.80 ns |
| First-pass GRT wire length | 2880000 um |
[cell usage after synthesis (6+ instances only)]
master	count
a221oi_1	132
and4_1	8
o22ai_1	469
clkbuf_1	1729
and3_1	408
nand4bb_1	10
a22oi_1	2647
nand3_1	458
a222oi_1	152
nor2_1	373
buf_1	220
a32oi_1	90
nand2b_1	7
or4b_1	6
nand4b_1	8
or3_1	8
a2111oi_0	139
or4_1	81
a31oi_1	15
buf_2	858
o21ai_0	110
nor4bb_1	11
o2111ai_1	18
a21oi_1	325
mux2_2	8181
nand2_1	327
nand4_1	287
nor4_1	250
nor4b_1	38
a32o_1	13
nor3_1	207
o221ai_1	21
buf_6	13
buf_4	25
o22a_1	46
mux2_1	23
o211ai_1	67
a22o_1	506
nor4b_2	6
mux2i_1	6
inv_1	7
and4b_1	12
o21ai_1	24
dfrtp_1	8225
[where the power goes]
part,total [W],switching [W],internal [W]
registers,0.0924,0.00105,0.0913
logic,0.0108,0.00790,0.00292
clock network,0.0969,0.0411,0.0558
[critical path: stages]
cell and delay [ns]:
buf_12 0.13, buf_8 0.13, buf_12 0.12, buf_8 0.12, and4b_4 0.25, buf_4 0.23, buf_12 0.21, a22oi_1 0.27
o22ai_1 0.11, or4_1 0.66, nor3_4 0.39, buf_4 0.20, nand4_1 1.12, buf_12 0.55, nor4b_4 0.24, o21ai_1 0.08
[cell families after synthesis]
group | Yosys count
flops | 8225
mux | 8210
compound gates | 4798
buf+inv | 2854
simple gates | 2535
xor+xnor | 3
[registers in the layout, summed over array words and instances, names as in the netlist]
signal,cells
ram,8192
p_ready,1
rdata,32
[path summary, 6_finish.rpt]
kind	start	to	slack, ns	cells after the start
worst max-delay path	addr[4]	rdata[3]	-0.92	16
worst min-delay path	rst	ram[61][11]	0.04	2
worst max register to register	ram[184][3]	rdata[3]	-0.65	10
worst min register to register	ram[17][24]	ram[17][24]	0.49	1
max in group asynchronous	rst	ram[78][21]	1.51	6
min in group clk0	wdata[1]	ram[134][1]	0.06	2
[per-stage QoR]
stage	instance area, sq um	utilization, %	total power, W
global route	465000	38.8	0.204
detailed placement	426000	35.6	0.104
global placement	426000	35.6	0.104
floorplan	360000	-	0.0965
CTS	463000	38.6	0.200
finish	465000	38.9	0.200
[what timing repair did]
item,in CTS,in global routing
gates resized,540,238
endpoints found under the hold margin,354,0
pin swaps,144,125
buffers inserted,206,97
hold buffers,7,0
cloned,14,4
setup endpoints to repair,33,32
[layout make-up]
type	instances	area share, %
Clock buffer	1351	5.83
Antenna cell	359	0.193
Multi-Input combinational cell	15500	31.8
Timing Repair Buffer	4977	12.7
Inverter	8	0.00645
Clock inverter	346	0.987
Sequential cell	8225	44.2
Tap cell	16000	4.29
[placed cells by master (no fill, tap or decap), types with 89 or more instances in the layout]
| cell type | count |
|---|---|
| diode_2 | 359 |
| a22oi_1 | 2577 |
| a221oi_1 | 124 |
| a222oi_1 | 152 |
| dfrtp_1 | 8224 |
| and3_1 | 403 |
| nor2_1 | 89 |
| nand2_1 | 321 |
| buf_4 | 3133 |
| nand3_1 | 434 |
| o22ai_1 | 455 |
| buf_12 | 1558 |
| nor3_2 | 150 |
| a21oi_1 | 315 |
| nor2_4 | 233 |
| a22o_1 | 502 |
| a2111oi_0 | 94 |
| clkbuf_8 | 235 |
| clkinv_2 | 186 |
| clkbuf_1 | 189 |
| buf_6 | 124 |
| o21ai_0 | 99 |
| nand4_1 | 287 |
| nor4_1 | 151 |
| mux2_2 | 8181 |
| clkbuf_16 | 935 |
[layer usage]
layer,global-route usage [%],wire length (um),vias up
li1,-,-,107000
met4,27.6,209000,176
met1,45.2,789000,149000
met5,3.16,5270,-
met2,49.1,884000,17100
met3,25.0,355000,5383
Power is estimated from default activity; no workload was simulated.
